==> design/flow/design.v <==
module decoder 
#(
	parameter width = 7
)
(
	input  [3:0]         SW,
	output [width - 1:0] HEX
);
	assign HEX = (SW == 4'b0000) ? 7'b1000000 :
					 (SW == 4'b0001) ? 7'b1111001 :
					 (SW == 4'b0010) ? 7'b0100100 :
					 (SW == 4'b0011) ? 7'b0110000 :
					 (SW == 4'b0100) ? 7'b0011001 :
					 (SW == 4'b0101) ? 7'b0010010 :
					 (SW == 4'b0110) ? 7'b0000010 :
					 (SW == 4'b0111) ? 7'b1111000 :
					 (SW == 4'b1000) ? 7'b0000000 :
					 (SW == 4'b1001) ? 7'b0010000 :
					 7'b0111111;
endmodule
module decoder_hex 
(
	input  [7:0] in,
	output [6:0] HEX0,
	output [6:0] HEX1,
	output [6:0] HEX2
);
	wire [7:0] in1;
	wire [7:0] in2;
	wire [7:0] in3;
	wire [7:0] n1;
	wire [7:0] n2;
	wire [7:0] n3;
	assign in1 = in % 8'd10;
	assign n1 = in % 8'd100;
	assign n2 = n1 - in1;
	assign in2 = n2 / 8'd10;
	assign n3 = in - n1;
	assign in3 = n3 / 8'd100;
	decoder		H0(in1[3:0], HEX0),
					H1(in2[3:0], HEX1),
					H2(in3[3:0], HEX2);
endmodule
module uart #(
    parameter data_width = 8,
	 parameter ascii_zero = 48
)
(
	input        clk, 
	input        rst,
	input        rx_data_bit,
	output       rx_done,
	output       tx_data_bit,
	input  [data_width-1:0] data_tx,
	input        tx_en,
	output       tx_done,
	output [data_width-1:0] recieved_data,
	output [6:0] HEX0,
	output [6:0] HEX1,
	output [6:0] HEX2
);
	wire [12:0] clks_per_bit;
	assign clks_per_bit = 5208;
	uart_rx R0(
		.data_bit(rx_data_bit),
		.clk(clk),
		.rst(rst),
    	.CLKS_PER_BIT(clks_per_bit),
		.done(rx_done),
		.data_bus(recieved_data)
	);
	uart_tx T0(
		.data_bus(data_tx),
		.clk(clk),
		.rstn(rst), 
    	.CLKS_PER_BIT(clks_per_bit),
		.run(tx_en),  
		.done(tx_done),
		.data_bit(tx_data_bit)
	);		
	decoder_hex D0(
	.in(recieved_data),
	.HEX0(HEX0),
	.HEX1(HEX1),
	.HEX2(HEX2)
);
endmodule
module uart_rx
#(
    parameter data_width   = 8,
              IDLE         = 3'b000,
              START_BIT    = 3'b001,
              DATA_BITS    = 3'b010, 
              STOP_BIT     = 3'b011,
              DONE         = 3'b101,
              ERROR_ST     = 3'b110
) 
(
    input                     data_bit,
    input                     clk,
    input                     rst,
	 input [12:0]              CLKS_PER_BIT,
    output                    done,
    output [data_width - 1:0] data_bus
);
    reg [2:0] PS;
    reg [2:0] NS;
    reg [2:0]  bit_counter;
    reg [12:0] clk_counter;
    reg [data_width - 1:0] data_bus_wire;
    assign done      = (PS == DONE);
    assign data_bus  = data_bus_wire;
    always @(posedge clk) begin
        if (!rst) begin
            PS <= IDLE;
        end
        else begin
            PS <= NS;
        end
    end
    always @(negedge clk) begin
        clk_counter   <= clk_counter;
        bit_counter   <= bit_counter;
        data_bus_wire <= data_bus_wire;
        case (PS)
            IDLE: begin
                clk_counter <= 0;
                bit_counter <= 0;
                if (data_bit == 1'b0) begin
                end
            end
            START_BIT: begin
                if (clk_counter == CLKS_PER_BIT / 2) begin
                    if (data_bit == 1'b0) begin
                        clk_counter <= 0;
                    end
                end
                else begin
                    clk_counter <= clk_counter + 1;
                end
            end
            DATA_BITS: begin
                if (clk_counter < CLKS_PER_BIT - 1) begin
                    clk_counter <= clk_counter + 1;
                end
                else begin
                    clk_counter <= 0;
                    data_bus_wire[bit_counter] <= data_bit;
                    if (bit_counter < data_width - 1) begin
                        bit_counter <= bit_counter + 1;
                    end
                end
            end
            STOP_BIT: begin
                if (clk_counter < CLKS_PER_BIT - 1) begin
                    clk_counter <= clk_counter + 1;
                end
                else begin
                    clk_counter <= 0;
                end
            end
            ERROR_ST: begin
            end
            DONE: begin
            end
            default: begin
                clk_counter <= 0;
                bit_counter <= 0;
                data_bus_wire <= 0;
            end
        endcase
    end
    always @(negedge clk) begin
        NS <= PS;
        case (PS)
            IDLE: begin
                NS <= (data_bit == 1'b0) ? START_BIT : IDLE;
            end
            START_BIT: begin
                NS <= (clk_counter == CLKS_PER_BIT / 2 && data_bit == 1'b0) ? DATA_BITS : 
                      (clk_counter == CLKS_PER_BIT / 2 && data_bit == 1'b1) ? ERROR_ST : START_BIT;
            end
            DATA_BITS: begin
                if (clk_counter == CLKS_PER_BIT - 1) begin
                    NS <= (bit_counter < data_width - 1) ? DATA_BITS : STOP_BIT;
                end
            end
            STOP_BIT: begin
                NS <= (clk_counter == CLKS_PER_BIT - 1) ? DONE : STOP_BIT;
            end
            ERROR_ST: begin
                NS <= ERROR_ST;
            end
            DONE: begin
                NS <= IDLE;
            end
            default: begin
                NS <= IDLE;
            end
        endcase
    end
endmodule
module uart_tx
#(
    parameter data_width   = 8,
              IDLE         = 3'b000,
              START_BIT    = 3'b001,
              DATA_BITS    = 3'b010,
              STOP_BIT     = 3'b011,
              DONE         = 3'b101
)
(
    input [data_width - 1:0] data_bus,
    input                    clk,
    input                    rstn,
    input [12:0]              CLKS_PER_BIT,
    input                    run,
    output                   done,
    output                   data_bit
);
    reg [2:0] PS;
    reg [2:0] NS;
    reg [12:0] clk_counter;
    reg [2:0]  bit_counter;
    reg        data_reg;
    assign done         = PS == DONE;
    always @(posedge clk) begin
        if (!rstn) begin
            PS <= IDLE;
        end
        else begin
            PS <= NS;
        end
    end
    always @(negedge clk) begin
        data_reg<=1'b1;
        clk_counter<=clk_counter;
        bit_counter<=bit_counter;
        case (PS)
            IDLE: begin
                data_reg <=1'b1;
                bit_counter <=0;
                clk_counter <=0;
                if (!run) begin
                end
            end
            START_BIT: begin
                data_reg <=1'b0;
                if (clk_counter < CLKS_PER_BIT - 1) begin
                    clk_counter <=clk_counter + 1'b1;
                end
                else begin
                    clk_counter <=0;
                end
            end
            DATA_BITS: begin
                data_reg <=data_bus[bit_counter];
                if (clk_counter < CLKS_PER_BIT - 1) begin
                    clk_counter <=clk_counter + 1'b1;
                end
                else begin
                    clk_counter <=0;
                    if (bit_counter < 7) begin
                        bit_counter <=bit_counter + 1'b1;
                    end
                end
            end
            STOP_BIT: begin
                data_reg <=1'b1;
                if (clk_counter < CLKS_PER_BIT - 1) begin
                    clk_counter <=clk_counter + 1'b1;
                end
                else begin
                    clk_counter <=0;
                end
            end
            DONE: begin
            end
            default: begin
                data_reg <=1'b1;
                clk_counter <=0;
                bit_counter <=0;
            end
        endcase
    end
    always @(negedge clk) begin
        NS <=PS;
        case (PS)
            IDLE: begin
                NS <=(!run) ? START_BIT : IDLE;
            end
            START_BIT: begin
                NS <=(clk_counter == CLKS_PER_BIT - 1) ? DATA_BITS : START_BIT;
            end
            DATA_BITS: begin
                if (clk_counter == CLKS_PER_BIT - 1) begin
                    if (bit_counter < 7) begin
                        NS <=DATA_BITS;
                    end else begin
                        NS <=STOP_BIT;
                    end
                end
            end
            STOP_BIT: begin
                NS<=(clk_counter == CLKS_PER_BIT - 1) ? DONE : STOP_BIT;
            end
            DONE: begin
                NS<=IDLE;
            end
            default: begin
                NS<=IDLE;
            end
        endcase
    end
    assign data_bit = data_reg;
endmodule
==> design/flow/run.sh <==
#!/bin/bash
# OpenROAD 26Q1-2900-gdf79404cd8, Yosys 0.63+post, stock flow scripts
make -C /OpenROAD-flow-scripts/flow DESIGN_CONFIG=/design/flow/config.mk WORK_HOME=/design/flow/orfs finish
==> design/flow/config.mk <==
export PLATFORM = sky130hd
export DESIGN_NAME = uart
export DESIGN_NICKNAME = uart
export VERILOG_FILES = /design/flow/design.v
export SDC_FILE = /design/flow/constraint.sdc
export NUM_CORES = 4
export LEC_CHECK = 1
export CORE_UTILIZATION = 40
==> design/flow/constraint.sdc <==
current_design uart

set clk_period 10.0
set clk_io_pct 0.2

create_clock -name clk0 -period $clk_period [get_ports {clk}]

set non_clock_inputs [all_inputs -no_clocks]
set_input_delay [expr $clk_period * $clk_io_pct] -clock clk0 $non_clock_inputs
set_output_delay [expr $clk_period * $clk_io_pct] -clock clk0 [all_outputs]
==> results.cfg <==
; flow metrics
[placed_design]
gp_congestion = 0.876
placed_cells = 1014
port_buffers = 42
place_hpwl_mm = 10.6
post-place-ws_ns = -3.09

[yosys]
top_cell = nor2_1
async_reset_ff_share_pct = 0
ys_top_cells_by_area = edfxtp_1 (22%), nor2_1 (6.4%), ha_1 (5.2%)
ys_ff = 53
syn_inst = 680
ys_area_um2 = 5560
ys_seq_share_pct = 26.3
ys_cells = 680
synthTopCellsByCount = nor2_1 (94), nand2_1 (56), a21oi_1 (43)
top_area_share_pct = 21.6
synth.avg_cell_area_um2 = 8.17
syn-cell-area_um2 = 5560
edf_count = 40
yosys_warnings = 2
largest_area_cell = edfxtp_1
ys.flop_type = edfxtp_1
synth_cell_types = 95

[worst_hold_path]
hold_path_class = flop to flop

[finish]
nFillCells = 1004
fin_cells = 1129
syn_to_final_growth_pct = 57.0
drive_gt1_share_pct = 39.2
reg_top3 = R0.clk_counter x13, T0.clk_counter x13, R0.data_bus_wire x8

[critical_path]
crit_end = HEX1[3]
cp_common_cell = buf_4
crit_type = flop to primary output
slowest_delay_ns = 0.47
worstReg2RegEnd = R0.data_bus_wire[0]$_SDFFCE_NN0P_
rr_startpoint = R0.PS[0]$_SDFF_PN0_
slowest_stage = edfxtp_1
worst_setup_path_start_kind = flop
ff2ff_setup_slack_ns = 2.90
cp_max_fo = 6
cp_data_arrival_time_ns = 11.01
crit_required_ns = 8.00
worst_setup_path_end_kind = primary output
rr_worst_depth = 3
setup.worst_path.start = R0.data_bus_wire[5]$_SDFFCE_NN0P_

[global_route]
grt_pass1_vias = 5455
grt_pass1_wl_mm = 24.7
overflow = 0
antenna_found_initial = 0
grt_max_degree = 23
track_usage_pct = 21.1

[routing]
wl_mm = 14.8
dr_wl_met2_mm = 7.17
drtAntennaViolNets = 0
dr_wl_met3_um = 465
num_vias = 5940
drt_iter0_drc = 301
viasPerCell = 5.26
firstDrtPassIters = 4
wl_met1_mm = 7.07
route.detailed.drc = 0
highest_layer = met4
wl_per_cell_um = 13.1
n_antenna_cell = 0

[job]
warnings = 84
drv_cap = 0

[floorplanning]
chipWidth_um = 120
die_y_um = 120
dieArea_um2 = 14400
core_um2 = 13400
core_util_floorplan_pct = 41.5
ioPinCount = 44
row_count = 42

[sta]
worstMarginPinSlew_ns = 0.902
finalClockSkew_ns = 0.0842
rsz0062_at_grt = yes
hold-worst-slack_ns = 0.593
drv_slew = 0
finalHoldViolCount = 0
slew_headroom_pct = 39.8
finalSetupViolCount = 20
setup_ws_ns = -3.01

[power_and_ir_drop]
power_density_nw_per_um2 = 62.0
cellLeakagePower_nw = 3.71
ir_worst_vdd_v = 0.000139

[clock_network]
clk_pin_slew_ns = 0.04
htreeDepth = 2
cts.path.max_buffers = 2
cts_hold_buf = 0
cts.sinks = 53
cts_inserted_buffers = 5
cts_tree = yes
cts-root-buf = clkbuf_16
clk_latency_ns = 0.37

[run_status]
outcome = finished with violations
violations = negative setup slack
==> area by class of cell <==
cell class,count,area (µm²),share of cell area (%)
timing repair buffer,254,2110,24.1
clock inverter,48,185,2.12
clock buffer,7,164,1.88
sequential,53,1460,16.8
multi-input combinational,557,4450,51.0
tap,176,220,2.53
inverter,34,135,1.55
==> cell usage in the layout (no fill, tap or decap), drive strengths merged, types with 12 or more instances in the layout <==
| master | count |
|---|---|
| nand3 | 22 |
| clkdlybuf4s50 | 28 |
| a21oi | 46 |
| ha | 23 |
| nand2 | 56 |
| and2 | 14 |
| o21ai | 43 |
| nor3 | 13 |
| inv | 80 |
| xor2 | 20 |
| dfxtp | 13 |
| buf | 223 |
| nand2b | 12 |
| xnor2 | 36 |
| nor2 | 96 |
| edfxtp | 40 |
==> layer usage <==
metal	GRT usage, %	vias up
li1	-	3021
met3	2.52	14
met2	35.3	107
met4	2.81	0
met1	30.7	2798
met5	0	-
==> worst max-delay path, delay by kind of cell, from the launching register on <==
kind,cells,cell delay (ns)
flops,1,0.47
mux,2,0.32
buf+inv,7,1.00
fa+ha+maj,2,0.52
xor+xnor,2,0.39
simple gates,7,0.84
compound gates,11,2.05
==> worst min path at each step <==
stage                 depth (start not counted)                              end                            start
final                                         1  T0.clk_counter[0]$_SDFFCE_NP0N_  T0.clk_counter[0]$_SDFFCE_NP0N_
after global routing                          1  T0.clk_counter[0]$_SDFFCE_NP0N_  T0.clk_counter[0]$_SDFFCE_NP0N_
after CTS                                     1  T0.clk_counter[0]$_SDFFCE_NP0N_  T0.clk_counter[0]$_SDFFCE_NP0N_
==> through the flow <==
step | power [W] | TNS (ns) | area, µm² | utilization, %
after floorplan | 0.000297 | -21.18 | 5730 | -
after global placement | 0.000307 | -31.98 | 7330 | 54.7
after detailed placement | 0.000308 | -33.06 | 7330 | 54.7
after CTS | 0.000550 | -35.82 | 8200 | 61.2
after global routing | 0.000576 | -40.53 | 8720 | 65.1
final | 0.000541 | -34.58 | 8720 | 65.1
==> power by group <==
group	switching, W	internal (W)
logic	0.0000148	0.0000145
registers	0.00000549	0.000241
clock network	0.000125	0.000140
==> kinds of logic (layout without fill, tap and decap cells) <==
group,after synthesis,after routing,synth area share (%)
xor+xnor,56,56,9.84
flops,53,53,26.3
other cells,1,1,0.0675
buf+inv,70,343,5.86
simple gates,272,272,24.5
fa+ha+maj,25,25,5.54
compound gates,190,190,24.9
mux,13,13,2.97
==> timing repair <==
| action | 4_1_cts | 5_1_grt |
|---|---|---|
| pin swaps | 48 | 28 |
| buffers inserted | 38 | 26 |
| resized | 103 | 82 |
| setup endpoints to repair | 20 | 20 |
Power and IR drop assume default switching activity.
